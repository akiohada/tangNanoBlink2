<file path="flow/design.v">
module FourDigitLedController(
  input clock,  
  input serialClockIn,  
  input serialDataIn,  
  output serialClockLedOutR,  
  output serialClockLedOutB,  
  output serialClockLedOutG,  
  output reg [3:0] digitalOutputPins, 
  output reg [7:0] segmentOutputPins
);
  reg [23:0] clockCounter = 24'd0;
  always @(posedge clock) begin
    if (clockCounter < 24'd100_000)  
      clockCounter <= clockCounter + 1;
    else
      clockCounter <= 24'd0;
  end
  reg [15:0] chatteringCounter = 16'd0;  
  reg [3:0] serialClockCounter = 4'd0;
  reg [1:0] serialBuffer;  
  reg [1:0] serialFiltered;  
  always @(posedge clock) begin
    chatteringCounter <= chatteringCounter + 1;
    if(chatteringCounter == 0) begin
        serialBuffer<= {serialClockIn, serialDataIn};
        serialFiltered <= serialBuffer;
    end
  end
  always @(negedge serialFiltered[1]) begin
    if(serialClockCounter < 4'd10)
      serialClockCounter <= serialClockCounter + 1;
    else if(serialClockCounter == 4'd10)
      serialClockCounter <= 0;
  end
  reg [2:0] serialClockLed = 3'b111;
  assign serialClockLedOutR = serialClockLed[0];  
  assign serialClockLedOutB = serialClockLed[1];  
  assign serialClockLedOutG = serialClockLed[2];  
  always @(serialFiltered[1]) begin
    if(serialClockCounter == 4'd10)
      serialClockLed[0] <= 0;  
    else
      serialClockLed[0] <= 1;  
    if(serialFiltered[1] == 1)
      serialClockLed[1] <= 0;  
    else if(serialFiltered[1] == 0)
      serialClockLed[1] <= 1;  
    if(serialBuffer[0] == 1)
      serialClockLed[2] <= 0;  
    else if(serialBuffer[0] == 0)
      serialClockLed[2] <= 1;  
  end
  reg [9:0] serialReg = 10'b100_0111_1111;
  reg [7:0] digit0 = 8'b0010_0001;
  reg [7:0] digit1 = 8'b0101_1011;
  reg [7:0] digit2 = 8'b0111_0011;
  reg [7:0] digit3 = 8'b0110_0101;
  always @(posedge serialFiltered[1]) begin
    if(serialClockCounter < 4'd10) begin
      serialReg[0] <= serialBuffer[0];
      serialReg[1] <= serialReg[0];
      serialReg[2] <= serialReg[1];
      serialReg[3] <= serialReg[2];
      serialReg[4] <= serialReg[3];
      serialReg[5] <= serialReg[4];
      serialReg[6] <= serialReg[5];
      serialReg[7] <= serialReg[6];
      serialReg[8] <= serialReg[7];
      serialReg[9] <= serialReg[8];
    end
    else if (serialClockCounter == 4'd10) begin
      if(serialReg[9:8] == 2'b00) begin
        digit0[7] <= serialReg[7];
        digit0[6] <= serialReg[6];
        digit0[5] <= serialReg[5];
        digit0[4] <= serialReg[4];
        digit0[3] <= serialReg[3];
        digit0[2] <= serialReg[2];
        digit0[1] <= serialReg[1];
        digit0[0] <= serialReg[0];
      end
      else if(serialReg[9:8] == 2'b01) begin
        digit1[7] <= serialReg[7];
        digit1[6] <= serialReg[6];
        digit1[5] <= serialReg[5];
        digit1[4] <= serialReg[4];
        digit1[3] <= serialReg[3];
        digit1[2] <= serialReg[2];
        digit1[1] <= serialReg[1];
        digit1[0] <= serialReg[0];
      end
      else if(serialReg[9:8] == 2'b10) begin
        digit2[7] <= serialReg[7];
        digit2[6] <= serialReg[6];
        digit2[5] <= serialReg[5];
        digit2[4] <= serialReg[4];
        digit2[3] <= serialReg[3];
        digit2[2] <= serialReg[2];
        digit2[1] <= serialReg[1];
        digit2[0] <= serialReg[0];
      end
      else if(serialReg[9:8] == 2'b11) begin
        digit3[7] <= serialReg[7];
        digit3[6] <= serialReg[6];
        digit3[5] <= serialReg[5];
        digit3[4] <= serialReg[4];
        digit3[3] <= serialReg[3];
        digit3[2] <= serialReg[2];
        digit3[1] <= serialReg[1];
        digit3[0] <= serialReg[0];
      end
    end
  end
  always @(posedge clock) begin
    if (clockCounter == 24'd24_000) begin  
      digitalOutputPins <= 4'b1110;
      segmentOutputPins[0] <= digit0[0];
      segmentOutputPins[1] <= digit0[1];
      segmentOutputPins[2] <= digit0[2];
      segmentOutputPins[3] <= digit0[3];
      segmentOutputPins[4] <= digit0[4];
      segmentOutputPins[5] <= digit0[5];
      segmentOutputPins[6] <= digit0[6];
      segmentOutputPins[7] <= digit0[7];
    end
    else if (clockCounter == 24'd48_000) begin  
      digitalOutputPins <= 4'b1101;
      segmentOutputPins[0] <= digit1[0];
      segmentOutputPins[1] <= digit1[1];
      segmentOutputPins[2] <= digit1[2];
      segmentOutputPins[3] <= digit1[3];
      segmentOutputPins[4] <= digit1[4];
      segmentOutputPins[5] <= digit1[5];
      segmentOutputPins[6] <= digit1[6];
      segmentOutputPins[7] <= digit1[7];
    end
    else if (clockCounter == 24'd72_000) begin  
      digitalOutputPins <= 4'b1011;
      segmentOutputPins[0] <= digit2[0];
      segmentOutputPins[1] <= digit2[1];
      segmentOutputPins[2] <= digit2[2];
      segmentOutputPins[3] <= digit2[3];
      segmentOutputPins[4] <= digit2[4];
      segmentOutputPins[5] <= digit2[5];
      segmentOutputPins[6] <= digit2[6];
      segmentOutputPins[7] <= digit2[7];
    end
    else if (clockCounter == 24'd96_000) begin  
      digitalOutputPins <= 4'b0111;
      segmentOutputPins[0] <= digit3[0];
      segmentOutputPins[1] <= digit3[1];
      segmentOutputPins[2] <= digit3[2];
      segmentOutputPins[3] <= digit3[3];
      segmentOutputPins[4] <= digit3[4];
      segmentOutputPins[5] <= digit3[5];
      segmentOutputPins[6] <= digit3[6];
      segmentOutputPins[7] <= digit3[7];
    end
  end
endmodule
</file>
<file path="flow/run.sh">
#!/bin/bash
# OpenROAD 26Q1-2900-gdf79404cd8, Yosys 0.63+post, stock flow scripts
make -C /OpenROAD-flow-scripts/flow DESIGN_CONFIG=/design/flow/config.mk WORK_HOME=/design/flow/orfs finish
</file>
<file path="flow/config.mk">
export PLATFORM = sky130hd
export DESIGN_NAME = FourDigitLedController
export DESIGN_NICKNAME = FourDigitLedController
export VERILOG_FILES = /design/flow/design.v
export SDC_FILE = /design/flow/constraint.sdc
export NUM_CORES = 4
export LEC_CHECK = 1
export CORE_UTILIZATION = 50
</file>
<file path="flow/constraint.sdc">
current_design FourDigitLedController

set clk_period 4.2
set clk_io_pct 0.2

create_clock -name clk0 -period $clk_period [get_ports {clock}]

set non_clock_inputs [all_inputs -no_clocks]
set_input_delay [expr $clk_period * $clk_io_pct] -clock clk0 $non_clock_inputs
set_output_delay [expr $clk_period * $clk_io_pct] -clock clk0 [all_outputs]
</file>
==> results_slide.txt <==
Implementation Results

Pwr
  • Pleak: around 0.0015 uW
  • Pwr Density: between 150 and 200 nW/um2
  • Peak supply drop: 0.125 mV

Routing
  • Antenna viol nets, final: 0
  • WL final: 6010 um
  • Vias per Instance: between 5 and 6
  • Wire per inst: between 10 and 15 um
  • Inserted Diodes: 0
  • Vias: about 2.2k
  • Pre-antenna DRT Iters: 4
  • DRT iter0 DRCs: 108
  • DRC violations left: 0

Synthesis
  • Gate Count Post-Synth: about 300
  • Post-synth ARST share: 0
  • EDFF count, synth: approximately 57
  • Avg Inst Size Synth: between 10 and 15 um2
  • Register area share after synthesis: 0.649
  • Synth Cell Area: ~4000 um2
  • Main flop type: edfxtp_1
  • Number of library cell types mapped by synthesis: roughly 48
  • Yosys stat cell total: 308
  • Yosys stat area: 4000 um2
  • Ys Warns: 2
  • Yosys reg bits: roughly 100

Cells and area
  • Final instance count without filler cells: between 400 and 500
  • Final Core Density: 0.569
  • Share of post-route cells with drive strength above 1: 0.0923
  • Area grow syn2layout: 9.96%
  • Finished Cell Area: around 4400 um2
  • Most common logic cells in the final layout: 57 x edfxtp_1, 44 x dfxtp_1, 31 x nor2_1
  • Most frequent logic cell in the layout: edfxtp_1

Worst setup path
  • Reg2reg start: clockCounter[6]
  • Critical Path Sink Type: primary output
  • Reg2Reg Depth: 5
  • CP arrival: ~1.3 ns
  • Worst r2r dst: segmentOutputPins[6]
  • Setup CP Type: flip-flop to primary output
  • Worst setup SP type: flip-flop
  • Worst reg2reg setup slack: approximately 2.2 ns
  • CP Data Required Time: about 3.4 ns
  • Critical-path maximum fanout: 5
  • Crit path launch: serialFiltered[1]

GRT
  • Grt ovf: 0
  • GR met1 Demand/Resource: 0.322
  • Pin count of the biggest net entering global routing: approximately 43
  • Grt peak-use layer: met1
  • Initial antenna violation count: 0
  • Total global-route track usage: 0.166
  • Grt met3 use: 0.0357
  • Grt met2 use: 0.222
  • First-pass GRT wire length: 10,400 um
  • Vias in the first global route: 2,109

Run
  • Max Cap Viol: 0
  • Tool warnings: 28

Min path
  • End point of the worst hold path: serialFiltered[1]
  • Worst min-delay path class: flip-flop to flip-flop
  • Hold Startpoint: serialBuffer[1]
  • Hold Crit Depth: 0

Place
  • Placed insts: approximately 430
  • Port bufs: 17
  • Post-DP HPWL: 4140 um
  • Gpl congestion: roughly 0.85
  • DP Area: 4300 um2

Timing
  • Crit path time final: ~2.2 ns
  • Normalized max-slew margin: 0.503
  • Worst-margin pin slew: roughly 0.74 ns
  • RSZ-0062 raised after global routing: no
  • Pins Over Slew Limit: 0
  • Register pins left without a clock: ~46
  • Endpoints left unconstrained: just over 90
  • Hold slack final: between 0.4 and 0.5 ns
  • Worst Clk Skew: slightly above 0.01 ns
  • Setup TNS Final: 0 ns
  • Setup violators final: 0
  • Final hold violation count: 0
  • Peak Freq: 461 MHz
  • Period utilization: 0.517

Floorplan
  • Pre-Place Util: 0.517
  • IO Pins: 18
  • Core ar.: roughly 7700 um2
  • Rows: 32
  • Chip Width: around 90 um
  • Die Area: ~8400 um2
  • Die Y: a little over 90 um

Clocking
  • Clock slew at reported path FFs: ~0.10 ns
  • Clock tree buffer depth: 2
  • CTS resizes: 0
  • Hold_buf cts: 0
  • Clock H-tree levels: 2
  • Clk latency late pin: slightly above 0.3 ns
  • CTS tree: done
  • Post-CTS Setup Bufs: 0
  • CTS Buf Count: 5
  • CTS root buffer: clkbuf_8

Run status
  • Run status: completed
-- cells in the mapped netlist, types with 6 or more instances --
cell type,number,area [um2]
a22oi_1,8,60.1
dfxtp_1,44,881
edfxtp_1,57,1710
ha_1,6,75.1
inv_1,14,52.6
mux2i_1,8,80.1
nand2_1,17,63.8
nand3_1,16,80.1
nor2_1,31,116
nor3_1,9,45.0
o21ai_2,8,70.1
xnor2_1,11,96.3
xor2_1,18,158
-- power by group --
part	total, uW	switching (uW)	internal [uW]
combinational	3.65	1.57	2.08
sequential	541	1.59	540
clock	314	188	126
total	859	191	668
-- routing by layer --
metal | wire (um) | part of all wire
met5 | 0 | 0
met4 | 48 | 0.0080
met3 | 274 | 0.046
met2 | 2440 | 0.41
met1 | 3250 | 0.54
-- cells by family (layout without fill, tap and decap cells) --
family	Yosys count	in the layout	share of synthesized area
mux	8	8	0.0200
fa+ha+maj	6	6	0.0188
compound gates	28	28	0.0523
buf+inv	20	42	0.0238
flops	101	101	0.649
simple gates	115	115	0.172
other cells	1	7	0.000938
xor+xnor	29	29	0.0636
-- stage by stage --
step           setup WS [ns]  total power (uW)
6_report                2.03               859
5_1_grt                 1.93               896
4_1_cts                 2.00               876
3_5_place_dp            2.19               557
3_3_place_gp            2.15               557
2_1_floorplan           1.97               555
-- how the worst max path moves through the flow --
stage                     to  slack (ns)
4_1_cts   serialClockLedOutB        2.00
5_1_grt   serialClockLedOutB        1.93
6_report  serialClockLedOutB        2.03
-- flip-flops by register name, indices dropped and copies added (netlist names), 4 cells and up --
name / cells
chatteringCounter: 16
clockCounter: 24
digit0: 8
digit1: 8
digit2: 8
digit3: 8
digitalOutputPins: 4
segmentOutputPins: 8
serialClockCounter: 4
serialReg: 10
-- worst max-delay path, stage by stage (launching register included) --
cell	delay, ns
edfxtp_1	0.40
inv_1	0.15
clkdlybuf4s50_1	0.48
-- final cells by class --
class | count | area (um2)
clock buffers | 5 | 68.8
clock inverters | 3 | 28.8
fillers | 611 | 3330
inverters | 14 | 52.6
multi-input cells | 193 | 1330
flip-flops and latches | 101 | 2590
well taps | 102 | 128
repair buffers | 20 | 193
Power is estimated from default activity; no workload was simulated.
