==> design/flow/design.v <==
module blink (
    input wire clock,
    input wire resetn,
    output wire led_r,
    output wire led_g,
    output wire led_b
);
reg [23:0] divider;
reg [2:0] led_out;
localparam [23:0] DIVIDER_UPPER = 24'd12_000_000 - 24'd1;
assign led_r = !led_out[0];
assign led_g = !led_out[1];
assign led_b = !led_out[2];
always @(posedge clock) begin
    if( !resetn ) begin
        divider <= 0;
        led_out <= 0;
    end
    else begin
        divider <= divider == DIVIDER_UPPER ? 0 : divider + 1;
        led_out <= divider == DIVIDER_UPPER ? led_out + 1 : led_out;
    end
end 
endmodule
==> design/flow/run.sh <==
#!/bin/bash
# OpenROAD 26Q1-2900-gdf79404cd8, Yosys 0.63+post, stock flow scripts
make -C /OpenROAD-flow-scripts/flow DESIGN_CONFIG=/design/flow/config.mk WORK_HOME=/design/flow/orfs finish
==> design/flow/config.mk <==
export PLATFORM = sky130hd
export DESIGN_NAME = blink
export DESIGN_NICKNAME = blink
export VERILOG_FILES = /design/flow/design.v
export SDC_FILE = /design/flow/constraint.sdc
export NUM_CORES = 4
export LEC_CHECK = 1
export CORE_AREA = 10 10 89 89
export DIE_AREA = 0 0 99 99
==> design/flow/constraint.sdc <==
current_design blink

set clk_period 3.0
set clk_io_pct 0.2

create_clock -name clk0 -period $clk_period [get_ports {clock}]

set non_clock_inputs [all_inputs -no_clocks]
set_input_delay [expr $clk_period * $clk_io_pct] -clock clk0 $non_clock_inputs
set_output_delay [expr $clk_period * $clk_io_pct] -clock clk0 [all_outputs]
==> metrics.cfg <==
[clock_network]
cts_tree = done
insertion_delay_ps = 270
clock_path_buffers = 2
cts_buffers = 3
path_clk_slew_ps = 90
cts.sinks = 27
htree_num_levels = 1
clockRootBuffer = clkbuf_8
cts_hold_buf = 0
post_cts_buffers = 0
cts_resized = 0

[setup_path]
start_kind = flip-flop
slowest_delay_ps = 540
crit_chain = or4b_1 > or4_4 > o31ai_4 > buf_4 > nor2_2
r2r_setup_slack_ps = 850
path_class = reg2reg
cp-startpoint = divider[15]$_SDFF_PP0_
worstPathMaxFanout = 20
cp.required_ps = 3160
r2r-start = divider[15]$_SDFF_PP0_
endpoint = divider[3]$_SDFF_PP0_
r2r_end = divider[3]$_SDFF_PP0_
reg2regPathDepth = 5
arrival_ps = 2300
critPathSlowestCell = or4_4
worstSetupEndpointType = flip-flop

[cells_and_area]
drive_above_1_share_pct = 17.72
layout_top_cell = dfxtp_1
fin_util_pct = 25.90
mostFrequentLayoutCells = 27 x dfxtp_1, 13 x nand2_1, 11 x nor2_2
syn_to_final_growth_pct = 10.62
fin_cells = 233

[yosys]
area_leaders = dfxtp_1 39%, a21oi_2 5.6%, nor2_2 4.9%
postSynthSeqShare_pct = 38.54
enable_flop_cells = 0
xor_area_share_pct = 6.869
synthAdderAreaFrac_pct = 1.784
top_cell_area_share_pct = 38.54
synth_area_leader_cell = dfxtp_1
synthCells = 155
synth_area_um2 = 1403
ff_type = dfxtp_1
synthArstFlopShare_pct = 0
ys_warn_count = 1
ys.flops = 27
synth_chip_area_um2 = 1403
syn_area_per_cell_um2 = 9.049
mux_share_pct = 2.141
synth_cell_types = 35
simple_gate_area_share_pct = 32.56
ys_cells = 155
ys_top_logic_family = simple AND/OR/NAND/NOR gates
ys_sh_aoi_pct = 13.56

[route]
drt-initial-drc-count = 78
drtPass1Iterations = 4
ant_nets = 0
postRouteWirelength_mm = 2.695
post_drt_wl_per_cell_um = 11.57
antenna_cells = 0
routed_via_density = 4.644
drc = 0
vias = 1082

[job]
maxCapViolCount = 0
warning_count = 25

[timing]
max_slew.worst_pin.slew_ps = 517.7
worst_slack_ps = 853.5
setup_violations = 0
timing.final.max_slew_violations = 0
finalHoldViolations = 0
setup_tns_ps = 0
whs_ps = 470.7
period_used_pct = 71.55
rsz0062_at_grt = no
finalClockSkew_ps = 6.375
clock.fmax_mhz = 465.9
finalCriticalPeriod_ps = 2146
relSlewSlack_pct = 65.38

[die]
core_um2 = 5991
dieArea_um2 = 9801
die_y_um = 99
die_x_um = 99
row_count = 28
io_pins = 5
fp_util_pct = 23.41

[power_and_ir_drop]
seq_power_share_pct = 61.7
power.internal_mw = 0.4635
pwr-share-comb_pct = 3.4
switching_share_pct = 21.52
power_density_nw_per_um2 = 380.7
pwr-share-clk_pct = 34.9
power_switching_mw = 0.1271
leakagePower_nw = 0.4752
ir_worst_vdd_mv = 0.1785

[grt]
grt.total_usage_pct = 5.438
grt_max_degree = 21
grt-ovfl-total = 0
grt_pass1_wl_mm = 4.712
grt_pass1_vias = 1001
grt_antenna_before_repair = 0

[status]
outcome = completed

[worst_hold_path]
hold_class = reg2reg

[place]
gp_congestion = 0.8358
port_buffers = 4
dp_slack_ps = 886.6
place_inst = 229
dpl.hpwl_mm = 1.907

-- layer usage --
layer  track usage, %  vias up  routed length [µm]
li1                 -      565                   -
met1            8.497      489                1433
met2            7.665       26                1108
met3            1.128        2                 146
met4           0.5513        0                   6
met5                0        -                   0
-- sequential cells by signal (all words and copies together), names as in the netlist --
name     count
divider     24
led_out      3
-- area by class of cell --
class                      instances  area [µm²]
tap                               75       93.84
clock buffer                       4       45.04
sequential                        27       540.5
multi-input combinational        115       798.3
inverter                           7       26.28
fill                             631        4439
timing repair buffer               5       47.55
-- how the worst min path moves through the flow --
stage | from | endpoint | slack, ps | depth (start not counted)
4_1_cts | led_out[2]$_SDFFE_PN0N_ | led_out[2]$_SDFFE_PN0N_ | 470 | 2
5_1_grt | divider[0]$_SDFF_PP0_ | divider[0]$_SDFF_PP0_ | 500 | 1
6_report | led_out[2]$_SDFFE_PN0N_ | led_out[2]$_SDFFE_PN0N_ | 470 | 2
-- critical path, delay by kind of cell (launching register included) --
kind,cells,cell delay (ps)
buf+inv,1,350
simple gates,3,1120
flops,1,380
compound gates,1,180
-- cell families (layout without fill, tap and decap cells) --
logic type	after synthesis	in the layout
and+or+nand+nor	75	75
DFF	27	27
AOI/OAI and AO/OA	24	24
buffers and inverters	13	16
xor gates and xnor gates	11	11
muxes	3	3
adders and majority gates	2	2
-- synthesized netlist by cell type (all sizes together) (2+ instances only) --
cell	count
nor2	15
clkbuf	4
or4	2
mux2i	3
xor2	7
nor3	3
xnor2	4
nand2	13
o21ai	6
nand4	10
or3	6
and4	4
a21oi	10
buf	2
o31ai	4
and2	6
ha	2
dfxtp	27
nand3	6
or4b	2
and3	4
inv	7
-- per-stage QoR --
step	power, mW	instance area [µm²]
floorplan	0.3893	1403
global placement	0.3927	1506
detailed placement	0.3931	1506
CTS	0.6020	1551
global route	0.6184	1551
finish	0.5906	1551
-- power groups by stage --
stage | logic [mW] | clock network [mW] | registers, mW
after CTS | 0.0202 | 0.217 | 0.365
after global routing | 0.0226 | 0.231 | 0.365
final | 0.0199 | 0.206 | 0.364
Power is estimated from default activity; no workload was simulated.
